===== design.v =====
`timescale 1ns / 1ps
module UART_TX (
    input        clk,
    input        rst,
    input        tx_start,
    input  [7:0] tx_data,
    input        b_tick,
    output       tx_busy,
    output       tx
);
    localparam [1:0] IDLE = 2'b00, TX_START = 2'b01, TX_DATA = 2'b10, TX_STOP = 2'b11;
    reg [1:0] state_reg, state_next;
    reg tx_busy_reg, tx_busy_next;
    reg tx_reg, tx_next;
    reg [7:0] data_buf_reg, data_buf_next;
    reg [3:0] b_tick_cnt_reg, b_tick_cnt_next;
    reg [2:0] bit_cnt_reg, bit_cnt_next;
    assign tx_busy = tx_busy_reg;
    assign tx = tx_reg;
    always @(posedge clk, posedge rst) begin
        if (rst) begin
            state_reg      <= IDLE;
            tx_busy_reg    <= 1'b0;
            tx_reg         <= 1'b1;
            data_buf_reg   <= 8'h00;
            b_tick_cnt_reg <= 4'b0000;
            bit_cnt_reg    <= 3'b000;
        end else begin
            state_reg      <= state_next;
            tx_busy_reg    <= tx_busy_next;
            tx_reg         <= tx_next;
            data_buf_reg   <= data_buf_next;
            b_tick_cnt_reg <= b_tick_cnt_next;
            bit_cnt_reg    <= bit_cnt_next;
        end
    end
    always @(*) begin
        state_next      = state_reg;
        tx_busy_next    = tx_busy_reg;
        tx_next         = tx_reg;
        data_buf_next   = data_buf_reg;
        b_tick_cnt_next = b_tick_cnt_reg;
        bit_cnt_next    = bit_cnt_reg;
        case (state_reg)
            IDLE: begin
                tx_next = 1'b1;
                tx_busy_next = 1'b0;
                if (tx_start) begin
                    b_tick_cnt_next = 1'b0;
                    data_buf_next = tx_data;
                    state_next = TX_START;
                end
            end
            TX_START: begin
                tx_next = 1'b0;
                tx_busy_next = 1'b1;
                if (b_tick) begin
                    if (b_tick_cnt_reg == 15) begin
                        b_tick_cnt_next = 0;
                        bit_cnt_next = 0;
                        state_next = TX_DATA;
                    end else begin
                        b_tick_cnt_next = b_tick_cnt_reg + 1;
                    end
                end
            end
            TX_DATA: begin
                tx_next = data_buf_reg[0];
                if (b_tick) begin
                    if (b_tick_cnt_reg == 15) begin
                        if (bit_cnt_reg == 7) begin
                            b_tick_cnt_next = 0;
                            state_next = TX_STOP;
                        end else begin
                            b_tick_cnt_next = 0;
                            bit_cnt_next = bit_cnt_reg + 1;
                            data_buf_next = data_buf_reg >> 1;
                        end
                    end else begin
                        b_tick_cnt_next = b_tick_cnt_reg + 1;
                    end
                end
            end
            TX_STOP: begin
                tx_next = 1'b1;
                if (b_tick) begin
                    if (b_tick_cnt_reg == 15) begin
                        state_next = IDLE;
                    end else begin
                        b_tick_cnt_next = b_tick_cnt_reg + 1;
                    end
                end
            end
        endcase
    end
endmodule

===== run.sh =====
#!/bin/bash
# OpenROAD 26Q1-2900-gdf79404cd8, Yosys 0.63+post, stock flow scripts
make -C /OpenROAD-flow-scripts/flow DESIGN_CONFIG=/design/flow/config.mk WORK_HOME=/design/flow/orfs finish

===== config.mk =====
export PLATFORM = sky130hd
export DESIGN_NAME = UART_TX
export DESIGN_NICKNAME = UART_TX
export VERILOG_FILES = /design/flow/design.v
export SDC_FILE = /design/flow/constraint.sdc
export NUM_CORES = 4
export LEC_CHECK = 1
export CORE_AREA = 10 10 100 100
export DIE_AREA = 0 0 110 110

===== constraint.sdc =====
current_design UART_TX

set clk_period 2.7
set clk_io_pct 0.2

create_clock -name clk0 -period $clk_period [get_ports {clk}]

set non_clock_inputs [all_inputs -no_clocks]
set_input_delay [expr $clk_period * $clk_io_pct] -clock clk0 $non_clock_inputs
set_output_delay [expr $clk_period * $clk_io_pct] -clock clk0 [all_outputs]

==> impl_metrics.yaml <==
# physical design summary
synthesis:
  syn_inst: 120
  compound_area_share_pct: 20.74
  synthDominantCellAreaShare_pct: 42.36
  synth_warnings: 1
  synth-cells-yosys: 120
  fa_ha_area_share_pct: 3.344
  syn_area_sq_um: 1122
  netlist_top_cells_area: "sky130_fd_sc_hd__dfrtp_1 42%, sky130_fd_sc_hd__nand2_1 5.7%, sky130_fd_sc_hd__o22ai_1 5.6%"
  ys_chip_area_sq_um: 1122
  postSynthRegisterBits: 21
  yosys.area_share.xor_xnor_pct: 0
  synthesis.area_per_instance_sq_um: 9.353
  mux_share_pct: 0
  synth.distinct_cells: 34
  synth.yosys.seq_area_share_pct: 47.05
  ys_sh_simple_pct: 23.86
  top_logic_kind: "simple AND/OR/NAND/NOR gates"
  netlist.top_cell.by_area: "sky130_fd_sc_hd__dfrtp_1"
power_and_ir_drop:
  comb_power_share_pct: 33.5
  standby_leakage_power_nw: 0.5982
  power.share.switching_pct: 36.45
  power_report.internal_total_mw: 0.7261
  p_switching_mw: 0.4165
  clock_power_share_pct: 18.3
  totalPowerFinal_mw: 1.143
  power.sequential.fraction_pct: 48.3
  ir_drop_v: 0.0002593
  cellPowerDensity_nw_per_um2: 818.3
floorplanning:
  boundaryPins: 14
  initial_utilization_pct: 14.37
  die_x_microns: 110
  die-area_sq_um: 12100
  rows: 32
  die-height_microns: 110
  placeableCoreArea_sq_um: 7807
setup_path:
  crit-reg2reg-launch: "b_tick_cnt_reg[0]"
  worst_r2r_path_depth: 5
  worst_setup_path_end_kind: "register"
  critPathKind: "input pin to register"
  worst-endpoint-required_ps: 2850
  startpoint: "b_tick"
  timing.rr.end: "data_buf_reg[3]"
  critical_path_start_type: "input pin"
  setup.reg_to_reg.worst_slack_ps: 990
  critical_path_arrival_ps: 2050
  timing.critical_path.fanout_max: 8
global_route:
  antenna_violations_before_repair: 0
  wire_length_of_the_first_global_routing_pass_mm: 4.167
  grt_start_max_net_pins: 22
  grt_use_total_pct: 4.265
  first_global_vias: 835
  grt_remaining_overflow: 0
sta:
  slew_headroom_pct: 63.94
  grt_setup_unrepaired: "false"
  finClkSkew_ps: 5.492
  max_freq_ghz: 0.5257
  post-route-worst-setup-slack_ps: 797.8
  report.final.hold_viol_count: 0
  finalWorstPathRequiredPeriod_ps: 1902
  timing_worst_slew_pin_value_ps: 541.0
  final_max_slew_viol_count: 0
  finalSetupTns_ps: 0
  setup_viol_count_final: 0
  finalCritPeriodShare_pct: 70.45
drt:
  remaining_drc_errors: 0
  route.antenna.diode_count: 0
  final_antenna_violating_net_count: 0
  wirelength_mm: 2.525
  first_pass_iters: 4
  dr.first_iter.drc_count: 57
  route.detailed.vias_per_inst: 3.829
  wire_length_per_cell_microns: 10.79
  routed-via-count: 896
place:
  detailedPlacementHpwl_mm: 1.872
  gp_congestion: 0.7914
  dpl_worst_slack_ps: 523.6
  place.port_buffers: 13
clocking:
  cts-hold-fix-buffers: 0
  clock_tree_from_tritoncts: "built"
  cts-buffers-inserted: 3
  cts_post_setup_buffers_inserted: 0
  insertion_delay_ps: 260
  tritoncts_num_sinks: 21
  post_cts_resized: 0
  cts_max_path_buffers: 2
  total_number_of_h_tree_levels: 1
  clk_pin_slew_ps: 80
  root_buffer: "sky130_fd_sc_hd__clkbuf_8"
final_layout:
  layout_area_overhead_pct: 24.41
  layout.area.comb_sq_um: 538.0
  layout.area.seq_sq_um: 528.0
  largest_reg_flops: 8
  layout_top_cell_excl_fill_tap: "sky130_fd_sc_hd__dfrtp_1"
  num-fill-cells: 847
  mostFrequentLayoutCells: "19 x sky130_fd_sc_hd__dfrtp_1, 17 x sky130_fd_sc_hd__nand2_1, 13 x sky130_fd_sc_hd__clkdlybuf4s50_1"
  postLayoutCoreUtil_pct: 17.88
  layout-drive-gt1-share_pct: 9.848
run_status:
  status: "finished, final reports clean"
job:
  tool_warnings: 25
  cap_violations: 0
hold_path:
  timing.hold.worst_path_depth: 1
  hold_path.class: "register to register"
  worst_hold_path.endpoint: "data_buf_reg[7]"
  timing.hold.worst.start: "data_buf_reg[7]"
-- worst max-delay path: stages --
cell and delay (ps):
sky130_fd_sc_hd__clkdlybuf4s50_1 580, sky130_fd_sc_hd__and4_1 480, sky130_fd_sc_hd__nand4_2 200, sky130_fd_sc_hd__o22ai_1 200
sky130_fd_sc_hd__nor2_1 50
-- worst max path at each step --
stage         cells past startpoint               to  slack (ps)
CTS                               5  data_buf_reg[1]         800
global route                      5  data_buf_reg[1]         720
finish                            5  data_buf_reg[3]         800
-- cell type report --
class | count | area share (%)
Multi-Input combinational cell | 88 | 38.53
Clock inverter | 1 | 0.3584
Clock buffer | 3 | 2.957
Timing Repair Buffer | 14 | 9.857
Tap cell | 102 | 9.140
Sequential cell | 21 | 37.81
Inverter | 5 | 1.344
-- synth_stat cells (all sizes together) --
master and n:
nand2 17, o21ai 14, buf 6, nor2 6, nand3 5, o31ai 1
and2 1, nor2b 1, ha 3, a21oi 11, o22ai 10, nand4 5
o221ai 1, a22o 1, and4 1, inv 5, nand2b 3, o21a 1
dfstp 2, or3 2, nand4b 2, o2bb2ai 1, nor3 1, nand3b 1
dfrtp 19
-- cells by family (layout without fill, tap and decap cells) --
kind of cell | count (synthesis) | after routing
AOI/OAI and AO/OA | 40 | 40
adders and majority gates | 3 | 3
buffers and inverters | 11 | 23
DFF | 21 | 21
and+or+nand+nor | 45 | 45
-- power groups by stage --
stage         logic [mW]  registers (mW)  clock network [mW]
finish             0.382           0.551               0.209
global route       0.439           0.573               0.230
CTS                0.387           0.551               0.219
-- layer usage --
metal,global-route usage (%),vias to the layer above,routed length (microns)
li1,-,462,-
met5,0,-,0
met4,0.2788,0,0
met3,1.704,0,133
met1,6.563,417,1343
met2,5.673,17,1048
-- stage by stage --
step	instances	hold slack, ps	instance area [sq um]
floorplan	120	448.7	1122
global placement	230	483.3	1350
detailed placement	230	482.2	1350
CTS	234	505.3	1396
global route	234	537.9	1396
finish	234	505.9	1396
Power figures rest on the tool's default switching activity, not on a simulated workload.
