File: design/flow/config.mk
export PLATFORM = sky130hd
export DESIGN_NAME = uart_rx
export DESIGN_NICKNAME = uart_rx
export VERILOG_FILES = /design/flow/design.v
export SDC_FILE = /design/flow/constraint.sdc
export NUM_CORES = 4
export LEC_CHECK = 1
export CORE_AREA = 10 10 85 85
export DIE_AREA = 0 0 95 95
File: design/flow/constraint.sdc
current_design uart_rx

set clk_period 2.5
set clk_io_pct 0.2

create_clock -name clk0 -period $clk_period [get_ports {clk}]

set non_clock_inputs [all_inputs -no_clocks]
set_input_delay [expr $clk_period * $clk_io_pct] -clock clk0 $non_clock_inputs
set_output_delay [expr $clk_period * $clk_io_pct] -clock clk0 [all_outputs]
File: design/flow/design.v
`timescale 1ns / 1ps
module uart_rx (
    input        clk,
    input        rst,
    input        b_tick,
    input        rx,
    output [7:0] rx_data,
    output       rx_done
);
    localparam [1:0] IDLE = 2'b00, START = 2'b01, DATA = 2'b10, STOP = 2'b11;
    reg [1:0] state_reg, state_next;
    reg [7:0] rx_data_reg, rx_data_next;
    reg [3:0] b_tick_CNT_reg, b_tick_CNT_next;
    reg [2:0] bit_CNT_reg, bit_CNT_next;
    reg rx_done_reg, rx_done_next;
    assign rx_data = rx_data_reg;
    assign rx_done = rx_done_reg;
    always @(posedge clk, posedge rst) begin
        if (rst) begin
            state_reg      <= IDLE;
            rx_data_reg    <= 0;
            b_tick_CNT_reg <= 0;
            bit_CNT_reg    <= 0;
            rx_done_reg    <= 0;
        end else begin
            state_reg      <= state_next;
            rx_data_reg    <= rx_data_next;
            b_tick_CNT_reg <= b_tick_CNT_next;
            bit_CNT_reg    <= bit_CNT_next;
            rx_done_reg    <= rx_done_next;
        end
    end
    always @(*) begin
        state_next = state_reg;
        rx_done_next = rx_done_reg;
        rx_data_next = rx_data_reg;
        b_tick_CNT_next = b_tick_CNT_reg;
        bit_CNT_next = bit_CNT_reg;
        case (state_reg)
            IDLE: begin
                rx_done_next = 0;
                if (rx == 0) begin
                    b_tick_CNT_next = 0;
                    bit_CNT_next = 0;
                    state_next = START;
                end
            end
            START: begin
                if (b_tick) begin
                    if (b_tick_CNT_reg == 7) begin
                        b_tick_CNT_next = 0;
                        state_next = DATA;
                    end else begin
                        b_tick_CNT_next = b_tick_CNT_reg + 1;
                    end
                end
            end
            DATA: begin
                if (b_tick) begin
                    if (b_tick_CNT_reg == 15) begin
                        b_tick_CNT_next = 0;
                        rx_data_next = {rx, rx_data_reg[7:1]};
                        if (bit_CNT_reg == 7) begin
                            state_next   = STOP;
                            bit_CNT_next = 0;
                        end else begin
                            bit_CNT_next = bit_CNT_reg + 1;
                        end
                    end else begin
                        b_tick_CNT_next = b_tick_CNT_reg + 1;
                    end
                end
            end
            STOP: begin
                if (b_tick) begin
                    if (b_tick_CNT_reg == 15) begin
                        b_tick_CNT_next = 0;
                        rx_done_next = 1'b1;
                        state_next = IDLE;
                    end else begin
                        b_tick_CNT_next = b_tick_CNT_reg + 1;
                    end
                end
            end
        endcase
    end
endmodule
File: design/flow/run.sh
#!/bin/bash
# OpenROAD 26Q1-2900-gdf79404cd8, Yosys 0.63+post, stock flow scripts
make -C /OpenROAD-flow-scripts/flow DESIGN_CONFIG=/design/flow/config.mk WORK_HOME=/design/flow/orfs finish
==> notes.md <==
yosys + openroad results -> outcome finished, final reports clean, Sink Count 20, global-route wire length before repair 3620 um, yosys cell count 93, Area after DPL 1180 um2, floorplan core density 0.185, I/O pins 13, biggest area consumer among synthesized cells dfrtp_1, CTS Root Cell clkbuf_8, Hold WS 0.516 ns, top cells, area dfrtp_1, mux2_2, o21ai_0, Chip Area, Yosys 1010 um2, Final setup viols 0, worst setup margin 0.732 ns, Final Wtd Congestion 0.769, cts hold-fix bufs 0, Place WS 0.470 ns, DP Wirelength 1440 um, Site Rows 27, worst vdd ir 0.000314 V, MaxCap Viol Count 0, initial antenna violation count 0, Clock Skew 0.00378 ns, fin crit period 1.77 ns, Worst-path clk slew 0.08 ns, synth warn 1, post-layout period usage 0.707, crit path DRT 2.65 ns, die height 95 um, register share after synthesis 0.496, cts bufs inserted 3, Worst setup EP type flip-flop, Final Max-Slew Violation Tally 0, Synth cell types 32, CTS Buffer Depth 2, drt pass-1 iters 4, Setup crit start kind input port, I/O Buffers 12, # diodes 0, worst relative slew slack 0.499, Post-Route WL 1960 um, vias in the first global route 736, Post-Syn Instances 93, Final Hold Vio Count 0, tool warnings 25, leakage 0.519 nW, fin util 0.229, Mean Syn Cell Area 10.9 um2, Setup Buffers After CTS 0, Max FO, Critical Path 8, DRC errors left 0, TritonCTS clock tree done, Clock Latency Late Sink 0.26 ns, Antenna Nets Post-Route 0, Resized cells post-CTS 0, WP data arrival 1.92 ns, Congestion Overflow GR 0, Max Fclk 566 MHz, routed length per instance 11.1 um, Area Overhead vs Synth 24.1%, via count 709, Least-Margin Pin Slew 0.750 ns, H-tree Lvls 1, Hold Crit Class flip-flop to flip-flop, max reg flops 8, DRT iter0 DRCs 76, RSZ-0062 raised after global routing no, Top cell area share 0.470, share of post-route cells with drive strength above 1 0.181, Die W 95 um, via/cell ratio 4.01, Core Area 5470 um2, final instance area 1250 um2, path type of the worst setup path input port to flip-flop, Die Area 9030 um2, PwrDens 976 nW/um2, setup TNS 0 ns, Yosys reg bits 20, largest net degree at the start of global routing 21, gr usage total 0.0493, synthesized cell area 1010 um2
## layout by cell type (no fill, tap or decap)
master | netlist | routed
clkdlybuf4s50_1 | 0 | 12
a22o_1 | 3 | 3
nor2_1 | 4 | 4
nand2_1 | 10 | 10
o21ai_0 | 11 | 11
a21oi_4 | 1 | 1
a21oi_1 | 3 | 3
or2_2 | 1 | 1
nor3_1 | 2 | 2
and2_1 | 1 | 1
nand3_1 | 4 | 4
nand3_4 | 1 | 1
a21o_1 | 2 | 2
dfstp_2 | 1 | 1
mux2_2 | 8 | 8
a31oi_1 | 1 | 1
or3b_2 | 1 | 1
ha_1 | 3 | 3
nor2b_1 | 1 | 1
inv_1 | 3 | 3
dfrtp_1 | 19 | 19
a2bb2oi_1 | 1 | 1
bufinv_16 | 0 | 1
or2b_1 | 1 | 1
o21ai_1 | 1 | 1
nand3b_1 | 2 | 2
nor2_2 | 1 | 1
clkbuf_8 | 1 | 3
and3_1 | 1 | 1
nand4_1 | 1 | 1
nor3_4 | 1 | 1
## metal layers
metal,global-route usage,wire length [um],up-vias
li1,-,-,355
met1,0.0680,919,345
met3,0.0168,107,2
met4,0.00623,17,0
met5,0,0,-
met2,0.0755,917,7
## through the flow
stage / cells / total power, W
4_1_cts: 177 / 0.00125
6_report: 177 / 0.00122
3_5_place_dp: 173 / 0.000921
5_1_grt: 177 / 0.00134
3_3_place_gp: 173 / 0.000911
2_1_floorplan: 93 / 0.000770
## cell usage after synthesis
master	count
dfrtp_1	19
o21ai_0	11
nand2_1	10
mux2_2	8
nand3_1	4
nor2_1	4
a21oi_1	3
a22o_1	3
ha_1	3
inv_1	3
a21o_1	2
nand3b_1	2
nor3_1	2
a21oi_4	1
a2bb2oi_1	1
a31oi_1	1
and2_1	1
and3_1	1
buf_4	1
buf_6	1
clkbuf_2	1
clkbuf_8	1
dfstp_2	1
nand3_4	1
nand4_1	1
nor2_2	1
nor2b_1	1
nor3_4	1
o21ai_1	1
or2_2	1
or2b_1	1
or3b_2	1
## layout make-up
type	instances	area [um2]
fillers	581	4220
flip-flops and latches	20	502
multi-input cells	66	460
repair buffers	12	120
well taps	72	90.1
clock buffers	3	41.3
clock inverters	1	30.0
inverters	3	11.3
## critical path, cell delays in order
cell and delay [ns]:
clkdlybuf4s50_1 0.52, or2b_1 0.13, nand3_1 0.12, a21oi_4 0.27, mux2_2 0.37
## where the power goes
| group | switching, W | internal, W | total, W |
|---|---|---|---|
| Sequential | 0.000131 | 0.000430 | 0.000561 |
| Clock | 0.000108 | 0.000214 | 0.000321 |
| Combinational | 0.000119 | 0.000223 | 0.000342 |
## path summary, 6_finish.rpt
kind	startpoint	endpoint	slack [ns]	cells after the start
worst min register to register	b_tick_CNT_reg[1]	b_tick_CNT_reg[1]	0.52	2
worst max register to register	b_tick_CNT_reg[0]	rx_data_reg[1]	0.82	4
worst max-delay path	b_tick	rx_data_reg[1]	0.73	5
max in group asynchronous	rst	rx_done_reg	1.35	2
worst min-delay path	b_tick_CNT_reg[1]	b_tick_CNT_reg[1]	0.52	2
min in group asynchronous	rst	rx_data_reg[0]	0.68	2
## cell families (layout without fill, tap and decap cells)
kind of cell | after synthesis | count (layout) | share of synthesized area
simple gates | 32 | 32 | 0.183
compound gates | 23 | 23 | 0.146
flops | 20 | 20 | 0.496
mux | 8 | 8 | 0.0891
buf+inv | 7 | 19 | 0.0483
fa+ha+maj | 3 | 3 | 0.0371
Power figures rest on the tool's default switching activity, not on a simulated workload.
